==> ./design.v <==
`timescale 1ns / 1ps
module button_debounce(
input clk,
input button_in,
output button_out
    );
    reg [20:0] cnt;
    wire button_clk;
    reg out;
    reg [1:0] record = 2'b00;
    always@(posedge clk) begin
    record<={record[0],button_in};
    end
    assign button_clk = record[0]^record[1];
    always@(posedge clk)begin
    if(button_clk==1)begin
    cnt<=0;
    end
    else begin
    cnt<=cnt+1'b1;
    end
    end
    always @(posedge  clk)begin
    if(cnt==21'h1fffff)begin
    out<=record[0];
    end
    end
    assign button_out=out;
endmodule
==> ./run.sh <==
#!/bin/bash
# OpenROAD 26Q1-2900-gdf79404cd8, Yosys 0.63+post, stock flow scripts
make -C /OpenROAD-flow-scripts/flow DESIGN_CONFIG=/design/flow/config.mk WORK_HOME=/design/flow/orfs finish
==> ./config.mk <==
export PLATFORM = sky130hd
export DESIGN_NAME = button_debounce
export DESIGN_NICKNAME = button_debounce
export VERILOG_FILES = /design/flow/design.v
export SDC_FILE = /design/flow/constraint.sdc
export NUM_CORES = 4
export LEC_CHECK = 1
export CORE_AREA = 10 10 101 101
export DIE_AREA = 0 0 111 111
==> ./constraint.sdc <==
current_design button_debounce

set clk_period 4.7
set clk_io_pct 0.2

create_clock -name clk0 -period $clk_period [get_ports {clk}]

set non_clock_inputs [all_inputs -no_clocks]
set_input_delay [expr $clk_period * $clk_io_pct] -clock clk0 $non_clock_inputs
set_output_delay [expr $clk_period * $clk_io_pct] -clock clk0 [all_outputs]
==> impl_metrics.json <==
{
  "critPathRequiredTime_ps": 3760,
  "drc_errors": 0,
  "cpLargestDelayFamily": "buffers and inverters",
  "viasPerCell": 3.61,
  "hold_class": "reg2reg",
  "fin_area_mm2": 0.00122,
  "top_cell": "dfxtp_1",
  "first_global_vias": 711,
  "antenna_found_initial": 0,
  "syn_area_per_cell_um2": 9.01,
  "die-width_um": 111,
  "cts_hold_buffers": 0,
  "syn_inst": 113,
  "io_buffers": 2,
  "drtIter0Drc": 26,
  "grt_max_degree": 21,
  "clock_skew_ps": 4.86,
  "path_buffers": 1,
  "cts_buffers": 3,
  "yosysTopAreaCell": "dfxtp_1",
  "synth_top_flop_cell": "dfxtp_1",
  "post_drt_wl_per_cell_um": 8.35,
  "die_h_um": 111,
  "period_needed_ps": 1990,
  "worstPathArrival_ps": 1050,
  "status": "finished clean",
  "ys_area_mm2": 0.00102,
  "path_max_fanout": 1,
  "synth_flop_count": 24,
  "max_freq_mhz": 503,
  "cts_resized": 0,
  "synth-async-reset-ratio_pct": 0,
  "ios": 3,
  "gp_congestion": 0.750,
  "synth_area_mm2": 0.00102,
  "vias": 804,
  "worstMarginPinSlew_ps": 562,
  "tns_ps": 0,
  "netlist-cell-type-count": 28,
  "cts_tree": "built",
  "slowest_delay_ps": 470,
  "cts_setup_buffers": 0,
  "synth.area.top_cells": "dfxtp_1, xnor2_1, nand3_1, nor2_1, xor2_1",
  "min_period_over_period_pct": 42.3,
  "edf_count": 1,
  "drive_above_1_share_pct": 7.63,
  "clock-sinks": 24,
  "core_area_mm2": 0.00813,
  "place_inst": 219,
  "cts_root_buffer": "clkbuf_8",
  "chip_area_mm2": 0.0123,
  "synth_seq_share_pct": 48.2,
  "cap_violations": 0,
  "first_pass_iters": 4,
  "grt_setup_unrepaired": "false",
  "ir_drop_v": 0.000129,
  "setup_viol": 0,
  "place_hpwl_um": 1290,
  "ant_nets": 0,
  "place_area_mm2": 0.00117,
  "area_delta_synth_final_pct": 20.3,
  "clock_latency_ps": 260,
  "grt_pass1_wl_um": 3180,
  "p_per_area_mw_per_mm2": 302,
  "common_cells": "dfxtp_1, nor2_1, nand3_1",
  "h-tree-depth": 1,
  "core.rowCount": 33,
  "start_kind": "register",
  "warning_count": 25,
  "crit_type": "reg2out",
  "crit_chain": "clkdlybuf4s50_1",
  "drv_slew": 0,
  "initCoreUtil_pct": 12.5,
  "p_leak_nw": 0.369,
  "crit_path_end_kind": "output port",
  "critical_path.slowest_cell": "clkdlybuf4s50_1",
  "top_area_share_pct": 45.2,
  "gr-total-overflow": 0,
  "clkTransAtPathRegs_ps": 80,
  "finalHoldViolations": 0,
  "ys_warn_count": 1,
  "grtUsageTotal_pct": 2.94,
  "n_antenna_cell": 0,
  "routed_wl_um": 1860,
  "clockBufferDepth": 2,
  "yosys_cells": 113,
  "maxSlewHeadroom_pct": 62.2,
  "stdcell_count": 223
}
cell usage in the layout, fill, tap and decap left out, drive strengths merged, types with 2 or more instances in the layout:
| cell | netlist | routed |
|---|---|---|
| dfxtp | 23 | 23 |
| a21oi | 7 | 7 |
| and3 | 2 | 2 |
| nand2 | 7 | 7 |
| nor3 | 2 | 2 |
| o21ai | 6 | 6 |
| and4 | 3 | 3 |
| nand3 | 11 | 11 |
| and2 | 2 | 2 |
| inv | 2 | 2 |
| or3 | 5 | 5 |
| nand4 | 4 | 4 |
| clkbuf | 2 | 4 |
| nor4 | 4 | 4 |
| or4 | 2 | 2 |
| xnor2 | 7 | 7 |
| xor2 | 5 | 5 |
| clkdlybuf4s50 | 0 | 2 |
| nor2 | 13 | 13 |
final cells by class:
class	instances	area [um2]
Fill cell	897	6910
Multi-Input combinational cell	85	513
Sequential cell	24	490
Tap cell	105	131
Clock buffer	4	55.1
Timing Repair Buffer	3	27.5
Inverter	2	7.51
path summary, 6_finish.rpt:
check	depth (start not counted)	startpoint	slack, ps	endpoint
max	1	out	2710	button_out
min	0	record[0]	410	record[1]
max reg2reg	4	cnt[2]	2900	cnt[19]
min reg2reg	0	record[0]	410	record[1]
cells by family (layout without fill, tap and decap cells):
family	count (synthesis)	after routing	share of synthesized area (%)
buffers and inverters	4	9	1.47
and+or+nand+nor	55	55	29.4
xor gates and xnor gates	12	12	10.3
DFF	24	24	48.2
adders and majority gates	1	1	1.23
AOI/OAI and AO/OA	17	17	9.46
report_power, final:
| part | switching [mW] | internal (mW) | leakage (nW) | total (mW) |
|---|---|---|---|---|
| combinational | 0.0115 | 0.00682 | 0.144 | 0.0184 |
| sequential | 0.00578 | 0.210 | 0.196 | 0.216 |
| clock | 0.0612 | 0.0746 | 0.0288 | 0.136 |
routing by layer:
| layer | track usage (%) | routed length, um | vias up |
|---|---|---|---|
| met3 | 1.31 | 76 | 0 |
| met4 | 0 | 0 | 0 |
| met1 | 3.84 | 945 | 378 |
| met5 | 0 | 0 | - |
| li1 | - | - | 420 |
| met2 | 4.64 | 839 | 6 |
state kept, by name, indices dropped and copies added, names as in the netlist:
register,count
cnt,21
record,2
out,1
stage by stage:
step           hold WS [ps]  utilization [%]  total power [mW]  worst slack, ps
3_3_place_gp            400             14.4             0.238             2960
4_1_cts                 414             15.1             0.376             2690
3_5_place_dp            403             14.4             0.238             2950
2_1_floorplan           384                -             0.232             3050
5_1_grt                 432             15.1             0.387             2670
6_report                410             15.1             0.370             2710
Power is estimated from default activity; no workload was simulated.
