## ./config.mk

```make
export PLATFORM = sky130hd
export DESIGN_NAME = flashing
export DESIGN_NICKNAME = flashing
export VERILOG_FILES = /design/flow/design.v
export SDC_FILE = /design/flow/constraint.sdc
export NUM_CORES = 4
export LEC_CHECK = 1
export CORE_AREA = 10 10 109 109
export DIE_AREA = 0 0 119 119
```

## ./run.sh

```bash
#!/bin/bash
# OpenROAD 26Q1-2900-gdf79404cd8, Yosys 0.63+post, stock flow scripts
make -C /OpenROAD-flow-scripts/flow DESIGN_CONFIG=/design/flow/config.mk WORK_HOME=/design/flow/orfs finish
```

## ./design.v

```verilog
`timescale 1ns / 1ps
module flashing(
input clk,
input[2:0] state,
input[0:0] direction,
output[0:0] light
    );
    reg[0:0] on;
    reg[0:0] out;
    reg [25:0] cnt;
    reg [1:0] record = 2'b00;
    wire [0:0] flashing;
    always@(posedge clk) begin
            record<={record[0],direction};
            end
            assign flashing = record[0]^record[1];
    always@(state) begin
    case(state)
    3'b000:on=1'b1;
    3'b001:on=1'b1;
    3'b010:on=1'b1;
    3'b011:on=1'b0;
    3'b100:on=1'b0;
    default:on=1'b0;
    endcase
    end
    always@(posedge clk) begin
    if(on==1'b1)begin
    out<=1'b1;
    end
    if(on==1'b0&&direction==1'b0) begin
    out<=1'b0;
    end
    if(on==1'b0&&flashing==1'b1)begin
    cnt<=0;
    out<=1'b1;
    end
    if(on==1'b0&&flashing==1'b0&&direction==1'b1)begin
    cnt<=cnt+1;
    end
    if(cnt==26'd25000000)begin
                        out<=~out;
                        cnt<=0;
                        end
    end
    assign light=out;
endmodule
```

## ./constraint.sdc

```tcl
current_design flashing

set clk_period 3.8
set clk_io_pct 0.2

create_clock -name clk0 -period $clk_period [get_ports {clk}]

set non_clock_inputs [all_inputs -no_clocks]
set_input_delay [expr $clk_period * $clk_io_pct] -clock clk0 $non_clock_inputs
set_output_delay [expr $clk_period * $clk_io_pct] -clock clk0 [all_outputs]
```

==> CHANGELOG.md <==
### Changed

* Worst-Margin Slew at 0.925 ns
* Worst Setup End Kind: flip-flop
* Area leader share at 33.9%
* FF/Latch Area at 591 sq um
* Fill cells at 1,061
* CP Max Fanout at 26
* Ys cells at 199
* CP Cell Sequence: clkdlybuf4s50_1 > a21o_1 > and3_1 > o21ai_0 > a21bo_2 > a21oi_1
* Placer Congestion at 0.859
* Share of post-route cells with drive strength above 1 at 10.9%
* Fin. max-slew vios at 0
* Routed vias at 1,511
* CTS tree: yes
* Buffer and inverter count on the worst path at 1
* Synth area leaders: dfxtp_1 (34%), o21ai_0 (6.7%), nand2_1 (5.7%)
* Global-route wire length before repair at 6.72 mm
* Die area at 14,200 sq um
* Residual DRC count at 0
* Num rows at 36
* GRT overflow at 0
* Comb area at 991 sq um
* Initial DRC Count at 91
* Leakage power at 0.587 nW
* Syn Std Cell Area at 1650 sq um
* Crit path required time at 4.01 ns
* Highest Clock Rate at 382 MHz
* CP Data Arrival Time at 2.83 ns
* Fp_density at 17.1%
* Crit path max-delay family: AND-OR/OR-AND gates
* Status: finished clean
* # clock sinks at 29
* Peak VDD IR at 100 uV
* HPWL after DPL at 2.60 mm
* Vias in the first global route at 1,354
* Final ANT Viol Nets at 0
* Hold Buf Count CTS at 0
* Synth area leader: dfxtp_1
* Seq share, synth at 35.7%
* Min-delay worst type: reg2reg
* Flip-flops with a built-in enable at 1
* Core box area at 9640 sq um
* YS chip area at 1650 sq um
* Final worst path period need at 2.62 ns
* CTS Buf Count at 5
* Post-CTS Resized at 0
* Final wirelength at 3.91 mm
* Vias per cell at 4.51
* Crit start category: input pin
* Clock latency (worst-skew pair) at 0.28 ns
* I/O pin count at 6
* Placed insts at 327
* Layout Cells excl Fill at 335
* Die width at 119 microns
* CP max stage cell: and3_1
* Power per Cell Area at 366 nW/um^2
* Area Overhead vs Synth at 16.5%
* Relative max-transition margin at 38.3%
* Placed cell areas at 1820 sq um
* MaxCap Viol Count at 0
* Tool warnings at 27
* Ys Warns at 1
* Setup TNS at 0 ns
* Detailed Routing Iterations Pass 1 at 4
* Ant. Diodes at 0
* H-tree depth at 2
* Final setup viols at 0
* Setup bufs post-CTS at 0
* Die height at 119 microns
* Number of synthesized register bits at 29
* IO Port Bufs at 5
* Top_reg_cell synth: dfxtp_1
* Post-synth ARST share at 0%
* CP Class: in2reg
* WL per Instance at 11.7 microns
* Unrepaired setup endpoints after global routing: no
* Post-route cell area at 1930 sq um
* Clock slew at reported path FFs at 0.07 ns
* Clock Skews at 0.00636 ns
* Synthesized instance count at 199
* Largest net degree at the start of global routing at 27
* Syn avg cell area at 8.31 sq um
* Period utilisation layout at 68.9%
* Slowest stage delay, CP at 0.78 ns
* Fin. Hold Viols at 0
* Root Buffer: clkbuf_8
* Clock buffer depth at 2
* GRT Total Usage at 5.50%
* Unique cell types at 46
* Initial antenna violation count at 0
## final timing paths
check | end | cells after the start | slack (ns) | from
hold reg to reg | record[1]$_DFF_P_ | 0 | 0.39 | record[0]$_DFF_P_
hold / removal | record[1]$_DFF_P_ | 0 | 0.39 | record[0]$_DFF_P_
setup reg to reg | out$_DFFE_PP_ | 6 | 1.20 | cnt[0]$_SDFFE_PP0P_
setup / recovery | cnt[12]$_SDFFE_PP0P_ | 6 | 1.18 | state[0]
## cells in the final DEF (no fill, tap or decap), types with 3 or more instances in the layout
| cell | netlist | final |
|---|---|---|
| ha_1 | 3 | 3 |
| a21o_1 | 3 | 3 |
| a41oi_1 | 5 | 5 |
| o21ai_0 | 22 | 22 |
| dfxtp_1 | 28 | 28 |
| or3_4 | 3 | 3 |
| nor3_1 | 6 | 6 |
| nand3_1 | 10 | 10 |
| a311oi_1 | 5 | 5 |
| inv_1 | 3 | 3 |
| clkdlybuf4s50_1 | 0 | 5 |
| clkbuf_8 | 0 | 7 |
| nor2_1 | 12 | 12 |
| a31oi_1 | 6 | 6 |
| nand4_1 | 5 | 5 |
| nor4_1 | 3 | 3 |
| a21oi_1 | 11 | 11 |
| a211oi_1 | 3 | 3 |
| nand2_1 | 25 | 25 |
| and3_1 | 3 | 3 |
## flip-flops by register name, indices dropped and copies added, names as in the netlist
name and count:
cnt 26, out 1, record 2
## cells by family (layout without fill, tap and decap cells)
logic type | count (synthesis) | in the layout | synth area share (%)
buf+inv | 15 | 18 | 4.32
compound gates | 64 | 64 | 24.7
fa+ha+maj | 3 | 3 | 2.27
xor+xnor | 3 | 3 | 1.59
flops | 29 | 29 | 35.7
simple gates | 84 | 84 | 30.8
mux | 1 | 1 | 0.606
## final cells by class
class | count | area share [%]
multi-input combinational | 155 | 51.5
sequential | 29 | 30.7
tap | 133 | 8.64
clock buffer | 7 | 5.00
timing repair buffer | 7 | 3.38
inverter | 3 | 0.585
clock inverter | 1 | 0.260
## power breakdown
| group | switching [mW] | total [mW] | internal [mW] |
|---|---|---|---|
| Clock | 0.116 | 0.279 | 0.163 |
| Combinational | 0.0472 | 0.0846 | 0.0374 |
| Sequential | 0.0226 | 0.341 | 0.318 |
## Yosys cell counts, types with 2 or more instances
library cell and number:
a21oi_1 11, clkbuf_1 7, nor3_1 6, a22oi_1 2
inv_1 3, nor4_2 2, o21ai_0 22, nand4_1 5
dfxtp_1 28, and2_1 2, and3_1 3, nor4_1 3
nor2_1 12, a31oi_1 6, nor4b_1 2, o31ai_1 2
a21o_1 3, a41oi_1 5, xor2_1 2, a211oi_1 3
ha_1 3, nand3_1 10, or3_4 3, nand2_1 25
a311oi_1 5, buf_2 3, nor4_4 2
## through the flow
step | total power [mW] | hold WS [ns] | setup slack (ns) | utilization (%)
after global routing | 0.747 | 0.404 | 0.992 | 20.0
after floorplan | 0.402 | 0.375 | 1.77 | -
after CTS | 0.713 | 0.395 | 1.19 | 20.0
after global placement | 0.429 | 0.387 | 0.969 | 18.9
final | 0.705 | 0.390 | 1.18 | 20.0
after detailed placement | 0.429 | 0.387 | 0.903 | 18.9
## layer usage
layer	up-vias	GRT usage [%]	part of all wire, %	wire length [microns]
li1	764	-	-	-
met1	702	8.12	50	1970
met2	40	7.99	43	1670
met3	5	1.53	6.2	244
met4	0	0.763	0.59	23
met5	-	0	0	0
## worst register-to-register path, cell delays in order, from the launching register on
cell	delay [ns]
dfxtp_1	0.39
inv_1	0.09
ha_1	0.15
or4b_2	0.58
nor3_1	0.23
and4_1	0.67
nand2b_1	0.20
Power is estimated from default activity; no workload was simulated.
