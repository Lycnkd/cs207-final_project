## config.mk

```make
export PLATFORM = sky130hd
export DESIGN_NAME = turning
export DESIGN_NICKNAME = turning
export VERILOG_FILES = /design/flow/design.v
export SDC_FILE = /design/flow/constraint.sdc
export NUM_CORES = 4
export LEC_CHECK = 1
export CORE_AREA = 10 10 100 100
export DIE_AREA = 0 0 110 110
```

## run.sh

```bash
#!/bin/bash
# OpenROAD 26Q1-2900-gdf79404cd8, Yosys 0.63+post, stock flow scripts
make -C /OpenROAD-flow-scripts/flow DESIGN_CONFIG=/design/flow/config.mk WORK_HOME=/design/flow/orfs finish
```

## constraint.sdc

```tcl
current_design turning

set clk_period 4.3
set clk_io_pct 0.2

create_clock -name clk0 -period $clk_period [get_ports {clk}]

set non_clock_inputs [all_inputs -no_clocks]
set_input_delay [expr $clk_period * $clk_io_pct] -clock clk0 $non_clock_inputs
set_output_delay [expr $clk_period * $clk_io_pct] -clock clk0 [all_outputs]
```

## design.v

```verilog
`timescale 1ns / 1ps
module turning(
input clk,
input[2:0] state,
output[0:0] turnIsOver
    );
reg[0:0] beginToCount;
reg[0:0] turn;
reg [25:0] cnt;
reg [1:0] record = 2'b00;
wire[0:0] en;
always@(posedge clk) begin
            record<={record[0],beginToCount};
            end
            assign en = record[0]^record[1];
always@(state) begin
case(state)
3'b110:beginToCount=1'b1;
default:beginToCount=1'b0;
endcase
end
always@(posedge clk) begin
if(en==1'b1)begin
cnt<=0;
end
if(en==1'b0&&beginToCount)begin
cnt<=cnt+1;
end
if(cnt==26'd50000000)begin
                        turn=1'b1;
                        end
if(state==3'b000||state==3'b001||state==3'b010||state==3'b011||state==3'b100||state==3'b101||state==3'b111)begin
turn=1'b0;
end
end
assign turnIsOver=turn;
endmodule
```

==> impl_metrics.yaml <==
# flow metrics
status:
  outcome: "finished, final reports clean"
sta:
  setup_total_negative_slack_ps: 0
  worst_pin_slew_ps: 470
  maxClockFrequency_mhz: 429
  final.setup.worst_slack_ps: 1970
  setup-violations-final: 0
  timing_hold_violations_final: 0
  rsz0062_at_grt: "no"
  final_tally_of_max_slew_violations: 0
  slew_headroom: 0.687
  finClkSkew_ps: 3.28
  finalWorstPathRequiredPeriod_ps: 2330
  fraction_of_the_cycle_the_final_worst_path_needs: 0.542
global_routing:
  grt_first_pass_wirelength_mm: 5.32
  grt_max_degree: 23
  grt_pass1_vias: 1120
  global_route.overflow_total: 0
  antenna_violations_before_repair: 0
  grt_use_total: 0.0533
synthesis:
  ys_seq_frac: 0.534
  yosys-stat-cells: 151
  number_of_flip_flops_and_latches_in_the_synthesized_netlist: 29
  number_of_synthesized_flops_with_an_enable_pin: 26
  area_of_the_mapped_netlist_sq_um: 1580
  synth_chip_area_sq_um: 1580
  syn_area_per_cell_sq_um: 10.4
  yosysUniqueCellTypes: 32
  synth_top_flop_cell: "edfxtp_1"
  postSynthCellCount: 151
  synth.top_cell.area_share: 0.496
  synth_top_cell_by_area: "edfxtp_1"
  synth_async_sr_flop_share: 0
  synth.area.top_cells: "edfxtp_1, xnor2_1, or3_1"
  yosys_warnings: 1
clock_network:
  cts-resized-gates: 0
  tritoncts.num_buffers: 5
  tritoncts: "built"
  cts-htree-levels: 2
  cts_hold_repair.buffers: 0
  insertion_delay_ps: 270
  clockBufferDepth: 2
  clkSinkCount: 29
  root_buffer: "clkbuf_8"
  postCtsSetupBuffers: 0
  clkSlewWorstSetupHoldPaths_ps: 60
power_and_ir_drop:
  int_pwr_uw: 461
  power.combinational.fraction: 0.073
  net-switching-power_uw: 142
  power_leakage_nw: 0.559
  ir_drop_mv: 0.229
  power.switching_fraction: 0.236
  sequentialPowerShare: 0.582
  total_power_uw: 603
  power_frac_clock: 0.345
  power_density_over_the_cells_nw_per_um2: 330
detailed_routing:
  number_of_drc_violations_after_detailed_routing: 0
  wl_met2_mm: 1.33
  wl_met3_um: 136
  routed.top_layer: "met4"
  antenna-diode-count: 0
  routedLengthMet1_mm: 1.46
  drt-initial-drc-count: 76
  detail_route.first_pass.iterations: 4
  drt-total-wl_mm: 3.00
  routed_vias: 1168
  drt-wirelength-per-cell_um: 11.3
  ant_nets: 0
  via_per_inst: 4.41
final_layout:
  areaGrowthSynthToFinish_pct: 15.9
  design_area_sq_um: 1830
  fraction_of_final_layout_cells_sized_beyond_drive_strength_1: 0.0675
  fillers: 833
  final_util: 0.234
worst_setup_path:
  cp_data_required_time_ps: 4260
  worst-r2r-setup-slack_ps: 2020
  timing.critical_path.fanout_max: 17
  worst_r2r_startpoint: "cnt[0]"
  path_class: "in -> reg"
  rr_worst_depth: 4
  endpoint_kind: "flip-flop"
  critPathArrivalTime_ps: 2290
  start_kind: "input pin"
  rr_endpoint: "cnt[23]"
floorplan:
  core_area_sq_um: 7810
  dieArea_sq_um: 12100
  die.size.x_um: 110
  ios: 5
  placement_rows: 32
  initial_utilization: 0.202
  die_h_um: 110
run:
  number_of_warnings_the_tools_reported: 26
  cap_violations: 0
hold_path:
  min_delay_path_depth: 0
  timing.hold.worst.start: "record[0]"
  worstHoldPathType: "reg -> reg"
  whs_endpoint: "record[1]"
placed_design:
  dpl_cell_area_sq_um: 1750
  dpl.hpwl_mm: 2.10
  dp_slack_ps: 1670
  place_congestion: 0.803
  place.port_buffers: 4
-- routing by layer --
layer / vias to the layer above / GRT usage
met3: 8 / 0.0147
met4: 0 / 0.0121
li1: 597 / -
met1: 544 / 0.0768
met2: 19 / 0.0792
met5: - / 0
-- layout by cell type, fill, tap and decap left out, types with 2 or more instances in the layout --
cell,n
clkdlybuf4s50_1,4
nand4_1,7
clkbuf_8,5
xor2_1,3
o21ai_0,8
mux2i_1,3
nor4_1,6
dfxtp_1,3
nand3_1,9
edfxtp_1,26
or3_1,10
a21oi_1,9
clkbuf_1,3
xnor2_1,9
ha_1,2
or4_1,3
nor2_1,14
inv_1,6
buf_4,3
nor3_1,6
nand2_1,11
and3_1,2
-- per-stage QoR --
stage,hold slack [ps],instances
after floorplan,349,151
after global placement,356,257
after detailed placement,361,257
after CTS,366,265
after global routing,373,265
final,367,265
-- final cells by class --
| cell class | count | area (sq um) | area share |
|---|---|---|---|
| Sequential cell | 29 | 841 | 0.461 |
| Inverter | 6 | 22.5 | 0.0123 |
| Timing Repair Buffer | 7 | 62.6 | 0.0343 |
| Tap cell | 102 | 128 | 0.0699 |
| Multi-Input combinational cell | 113 | 692 | 0.379 |
| Clock buffer | 8 | 80.1 | 0.0439 |
-- sequential cells by signal, summed over array words and instances (netlist names) --
signal / count
cnt: 26
record: 2
turn: 1
-- critical path, stage by stage --
cell and delay, ps:
clkdlybuf4s50_1 390, nand3b_1 260, nand2b_1 420, buf_4 350
-- power groups by stage --
| stage | registers (mW) | clock network, mW | logic (mW) |
|---|---|---|---|
| finish | 0.351 | 0.208 | 0.0441 |
| global route | 0.354 | 0.229 | 0.0503 |
| CTS | 0.351 | 0.217 | 0.0445 |
-- how the worst max path moves through the flow --
| stage | startpoint | endpoint | slack [ps] | cells after the start |
|---|---|---|---|---|
| 6_report | state[0] | cnt[10] | 1970 | 4 |
| 5_1_grt | state[0] | cnt[21] | 1850 | 4 |
| 4_1_cts | state[0] | cnt[25] | 1960 | 4 |
-- cells by family after synthesis --
logic type                 Yosys count  share of synthesized area
and+or+nand+nor                     76                      0.268
adders and majority gates            2                     0.0159
DFF                                 29                      0.534
xor gates and xnor gates            12                     0.0667
AOI/OAI and AO/OA                   20                     0.0699
buffers and inverters                9                     0.0270
muxes                                3                     0.0191
-- synthesized netlist by cell type, types with 2 or more instances --
cell type	number
nor3_1	6
nand3_1	9
or3_1	10
nand2_1	11
inv_1	6
xor2_1	3
ha_1	2
edfxtp_1	26
or4_1	3
and3_1	2
mux2i_1	3
nor2_1	14
a21oi_1	9
dfxtp_1	3
nor4_1	6
o21ai_0	8
xnor2_1	9
nand4_1	7
Power and IR drop assume default switching activity.
